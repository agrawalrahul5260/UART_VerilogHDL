==> /design/flow/design.v <==
`timescale 1ns / 1ps
module Tx
   #(parameter DATA_BIT = 8,
     parameter PARITY_ENABLED = 1,
     parameter STOP_BIT = 1)
    (
    input clk,
    input [DATA_BIT - 1:0] data,
    input reset,
    input transmit,
    input sample_tick,
    output reg TxD
    );
    localparam IDLE = 0;
    localparam TRANSFER = 1;
    reg [3:0] bit_counter;
    reg [3:0] sample_counter;
    reg [(DATA_BIT + PARITY_ENABLED + STOP_BIT):0] right_shift_reg;  
    reg present_state,next_state;
    reg parity_bit;
    reg shift; 
    reg load;
    reg bitcounter_rst;
   always @(posedge sample_tick) begin
       if(reset) begin
           present_state <= 0;  
           bit_counter <= 0;
           sample_counter <= 0;          
       end
       else begin
           sample_counter <= sample_counter + 1;
           if(sample_counter == 15) begin
               sample_counter <= 0;
               present_state <= next_state;
               if(load) 
                   right_shift_reg <= (PARITY_ENABLED == 1) ? {1'b1,parity_bit,data, 1'b0}: {1'b1,data,1'b0};         
               if(bitcounter_rst) 
                   bit_counter <= 0;
               if(shift) begin
                   right_shift_reg <= (right_shift_reg>>1);
                   bit_counter <= bit_counter + 1;
               end                  
           end 
       end
   end
   always@(posedge clk) begin
       load <= 0;
       shift <= 0;
       bitcounter_rst <= 0;
       TxD <= 1;
       case(present_state)
               IDLE: begin
                     if(transmit) begin
                          next_state <= 1;
                          load <= 1;
                          shift <= 0;
                          bitcounter_rst <= 0;
                     end
                     else begin
                          next_state <= 0;
                          TxD <= 1;
                     end 
                     end  
           TRANSFER: begin
                     if(bit_counter == DATA_BIT + PARITY_ENABLED + STOP_BIT) begin     
                          next_state <= 0;
                          bitcounter_rst <= 1;
                     end
                     else begin
                          next_state <= 1;
                          TxD <= right_shift_reg[0];
                          shift <= 1;
                     end
                     end
           default : next_state <= 0;
       endcase
   end   
endmodule
`timescale 1ns / 1ps
module baudrate_generator
   #(parameter BAUD_RATE = 9600) (
    input clk,
    input reset,
    output reg sample_tick
    );
    localparam MAX_COUNTER = (100000000/(16*BAUD_RATE));
    reg [31:0]counter;
    always@(posedge clk) begin
        if(reset) begin
            sample_tick <= 0;
            counter <= 0;
        end
        else begin
            sample_tick <= 0;
            counter <= counter + 1;
            if(counter == MAX_COUNTER) begin
                counter <= 0;
                sample_tick <= 1;
            end
        end
    end    
endmodule
`timescale 1ns / 1ps
module top_tx(
    input clk,
    input [7:0]data,
    input reset,
    input transmit,
    output TxD
    );
    baudrate_generator f0(clk,reset,sample_tick);
    Tx f2(clk,data,reset,transmit,sample_tick,TxD);
endmodule
==> /design/flow/run.sh <==
#!/bin/bash
# OpenROAD 26Q1-2900-gdf79404cd8, Yosys 0.63+post, stock flow scripts
make -C /OpenROAD-flow-scripts/flow DESIGN_CONFIG=/design/flow/config.mk WORK_HOME=/design/flow/orfs finish
==> /design/flow/config.mk <==
export PLATFORM = sky130hd
export DESIGN_NAME = top_tx
export DESIGN_NICKNAME = top_tx
export VERILOG_FILES = /design/flow/design.v
export SDC_FILE = /design/flow/constraint.sdc
export NUM_CORES = 4
export LEC_CHECK = 1
export CORE_UTILIZATION = 30
==> /design/flow/constraint.sdc <==
current_design top_tx

set clk_period 4.0
set clk_io_pct 0.2

create_clock -name clk0 -period $clk_period [get_ports {clk}]

set non_clock_inputs [all_inputs -no_clocks]
set_input_delay [expr $clk_period * $clk_io_pct] -clock clk0 $non_clock_inputs
set_output_delay [expr $clk_period * $clk_io_pct] -clock clk0 [all_outputs]
==> flow_summary.toml <==
# generated from flow reports
[pwr]
power.total_w = 0.0008146
combPwrFrac = 0.035
seq_power_share = 0.475
power_density_nw_per_um2 = 282.4
switching_share = 0.1834
p_int_w = 0.0006652
p_leak_nw = 0.8919
ir_worst_vdd_v = 0.0002212
clkPwrFrac = 0.490
switchingPower_w = 0.0001494

[layout]
drive_gt1_frac = 0.07664
num-fill-cells = 816
synthToLayoutAreaGrowth_pct = 14.11
largest_register_ffs = 32
logic_area_um2 = 1184
lay_top_cells = "dfxtp_1 (47), nor2_1 (26), a21oi_1 (24)"
lay_top_count = "dfxtp_1"
fin_area_um2 = 2884
seqCellArea_um2 = 1271
stdcell_count = 379

[timing]
untimed_endpoints = 34
hold_viol_final = 0
unclocked_pins = 20
finalSetupViolations = 0
slew_headroom = 0.5851
fin_crit_sh = 0.5909
slew_violations = 0
fin_skew_ns = 0.009626
rsz0062_at_grt = "false"
min_period_ns = 2.363
fmax_ghz = 0.4231
worst_slew_pin_slew_ns = 0.6215
fin_tns_setup_ns = 0

[routing]
viasPerCell = 4.934
post_drt_wl_per_cell_um = 11.72
diodes = 0
route.final.wire_length_mm = 4.442
drt_iter0_markers = 90
drtPass1Iterations = 4
ant_nets = 0
drc = 0
num_vias = 1870

[clock_tree]
numCtsBuffers = 5
hold_buffers = 0
htreeDepth = 2
cts-root-buf = "clkbuf_8"
path_clk_slew_ns = 0.07
clock.latency.late_pin_ns = 0.29
tritoncts = "done"
cts_resized = 0
post_cts_buffers = 0
clock_path_buffers = 2

[synthesis]
ys_types = 34
simple_gate_share = 0.2564
synth_area_um2 = 2527
top_cells_by_area = "dfxtp_1 (37%), edfxtp_1 (13%), a21oi_1 (4.8%)"
yosys_area_um2 = 2527
syn_inst = 264
synth_stat.cells = 264
ys_seq_frac = 0.5030
yosys_warnings = 4
fa_ha_area_frac = 0.02475
ys_sh_xor = 0.05198
synthFlopType = "dfxtp_1"
synthArstFlopShare = 0
numSynthFlops = 58
mux_area_frac = 0.03564
yosys.area_share.aoi = 0.09802
edf_count = 11
synthTopLogicFamily = "simple AND/OR/NAND/NOR gates"
top_cell_area_share = 0.3723
largest_area_cell = "dfxtp_1"
postSynthAreaPerCell_um2 = 9.574

[critical_path]
crit_fanout = 16
r2r_slack_ns = 1.64
crit_slowest_cell = "or4_1"
crit_path_max_incr_delay_ns = 0.74
crit_path_frequent_cell = "or4_1"
worstSetupPathType = "reg -> reg"
setup.worst_path.end_class = "flop"
startpoint_type = "flop"
worstPathCellList = "ha_1, nand3_1, or4_1, or4_1, a21oi_1"
cp.arrival_ns = 2.58
worst_ep_required_time_ns = 4.22

[grt]
grt_max_degree = 33
grt_pass1_vias = 1616
grt_remaining_overflow = 0
antenna_found_initial = 0
globalRouteTotalUtil = 0.1089
grt_pass1_wl_mm = 7.672

[placed_design]
place_area_um2 = 2741
dp.cells = 371
port_buffers = 11
place_hpwl_mm = 2.894
gp_congestion = 0.8012

[run]
warnings = 27
drv_cap = 0

[floorplan]
die_w_um = 93.79
io_pins = 12
die_h_um = 93.79
coreArea_um2 = 8175
row_count = 33
die-area_um2 = 8796
fp_util = 0.3092

[hold_path]
hold_class = "reg -> reg"

[run_status]
run_status = "finished, final reports clean"
## kinds of logic after synthesis
logic type / count (synthesis)
AND/OR/NAND/NOR: 114
flip-flops: 58
AND-OR/OR-AND: 45
buffers and inverters: 19
XOR/XNOR: 15
multiplexers: 8
adder cells (fa/ha/maj): 5
## power by group through the flow
stage	Combinational (W)	Sequential (W)	Clock, W
after CTS	0.0000290	0.000387	0.000408
final	0.0000283	0.000387	0.000399
after global routing	0.0000322	0.000388	0.000431
## cells in the mapped netlist (8+ instances only)
| cell | n |
|---|---|
| nand4_1 | 11 |
| or3_1 | 9 |
| edfxtp_1 | 11 |
| nor2_1 | 26 |
| nand2_1 | 13 |
| inv_1 | 8 |
| dfxtp_1 | 47 |
| xnor2_1 | 11 |
| o21ai_0 | 13 |
| a21oi_1 | 24 |
| nand3_1 | 12 |
| mux2_2 | 8 |
## routing by layer
metal | GRT usage | up-vias | routed length (um)
met5 | 0 | - | 0
met4 | 0.01282 | 0 | 53
met3 | 0.01728 | 5 | 172
met2 | 0.1460 | 29 | 1770
met1 | 0.1911 | 852 | 2445
li1 | - | 984 | -
## through the flow
step / util / hold slack, ns / worst slack (ns)
5_1_grt: 0.3528 / 0.5268 / 1.464
3_5_place_dp: 0.3353 / 0.4834 / 1.688
3_3_place_gp: 0.3353 / 0.4720 / 1.698
6_report: 0.3528 / 0.4918 / 1.637
4_1_cts: 0.3528 / 0.4936 / 1.646
2_1_floorplan: - / 0.4460 / 2.072
## critical path: cells and delay by family (launching register included)
family	cells	cell delay, ns
adder cells (fa/ha/maj)	1	0.18
AND/OR/NAND/NOR	3	1.55
flip-flops	1	0.42
AND-OR/OR-AND	1	0.15
## cell type report
type | instances | share of cell area
Multi-Input combinational cell | 187 | 0.4104
Sequential cell | 58 | 0.4408
Timing Repair Buffer | 13 | 0.04338
Clock buffer | 6 | 0.02863
Tap cell | 105 | 0.04555
Inverter | 8 | 0.01041
Clock inverter | 2 | 0.02082
## path summary, 6_finish.rpt
check                            startpoint  cells after the start                   endpoint
setup / recovery   f0.counter[0]$_SDFF_PP0_                      5  f0.counter[26]$_SDFF_PP0_
hold / removal    f0.counter[30]$_SDFF_PP0_                      2  f0.counter[30]$_SDFF_PP0_
setup reg to reg   f0.counter[0]$_SDFF_PP0_                      5  f0.counter[26]$_SDFF_PP0_
hold reg to reg   f0.counter[30]$_SDFF_PP0_                      2  f0.counter[30]$_SDFF_PP0_
No activity file was given, so power comes from the tool's default toggle rates.
