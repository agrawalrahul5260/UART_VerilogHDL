<file path="./design.v">
`timescale 1ns / 1ps
module debouncer(
    input push_button,
    input clk,
    output debounced_op
    );
clkdvr f0(.clk(clk),.rst(0),.clkout(clkout));
dff f1(.clk(clkout),.d(push_button),.q(q0),.qbar(qbar0));
dff f2(.clk(clkout),.d(q0),.q(q1),.qbar(qbar1));
assign debounced_op = q0 & qbar1;
endmodule
module dff(
    input clk,
    input d,
    output reg q,
    output reg qbar
    );
always@(posedge clk) begin
    q <= d;
    qbar <= ~d;
end
endmodule
module clkdvr(
    input clk,
    input rst,
    output reg clkout
    );
    reg [25:0]count;
    always@ (posedge clk, posedge rst)
    begin
    if(rst == 1)
       begin
       count <= 0;
       clkout <= 1;
       end
    else
        begin
        if(count == 12_500_000)
            begin
            clkout <= ~clkout;
            count <= 0;
            end
        else
            count <= count + 1; 
        end
    end
endmodule
</file>
<file path="./run.sh">
#!/bin/bash
# OpenROAD 26Q1-2900-gdf79404cd8, Yosys 0.63+post, stock flow scripts
make -C /OpenROAD-flow-scripts/flow DESIGN_CONFIG=/design/flow/config.mk WORK_HOME=/design/flow/orfs finish
</file>
<file path="./config.mk">
export PLATFORM = sky130hd
export DESIGN_NAME = debouncer
export DESIGN_NICKNAME = debouncer
export VERILOG_FILES = /design/flow/design.v
export SDC_FILE = /design/flow/constraint.sdc
export NUM_CORES = 4
export LEC_CHECK = 1
export CORE_AREA = 10 10 112 112
export DIE_AREA = 0 0 122 122
</file>
<file path="./constraint.sdc">
current_design debouncer

set clk_period 3.2
set clk_io_pct 0.2

create_clock -name clk0 -period $clk_period [get_ports {clk}]

set non_clock_inputs [all_inputs -no_clocks]
set_input_delay [expr $clk_period * $clk_io_pct] -clock clk0 $non_clock_inputs
set_output_delay [expr $clk_period * $clk_io_pct] -clock clk0 [all_outputs]
</file>
==> run notes <==
Update from the flow run.

The flow ran to the end, and the final reports show no timing, DRC or antenna violations. The cell area reported after detailed placement is 1440 sq um. The worst path arrival time is 2140 ps. The via count of the first global-routing pass is 847. Per the synth stats, the proportion of register bits with asynchronous set or reset is 0%. The layout overhead on the synthesized area is 17.51%. The worst setup path is launched from a flip-flop. The I/O pin total is 3.

In this run the biggest area consumer among cell types represents 44.31% of the synthesized area. The number of port buffers is 2. The register area is 590.6 sq um.

For the final database, setup skew stands at 6.692 ps. For reference, the final report shows the max-slew violation count at 0. In this run the power density over the cells is 357.2 nW/um^2.

After detailed routing, the number of vias per cell comes to 3.396. For reference, the final report shows the hold violation count at 0. By area the synthesized netlist is led by dfxtp_1, xnor2_1, xor2_1, nand3_1, nor2_1.

The standby leakage power is 0.0005247 uW. The critical path is of the reg -> reg type. The number of search-and-repair iterations in the first detailed-routing pass is 4.

Looking at the max-slew report, the worst-margin pin has a slew of 562.7 ps. The via count of the routed design is 927. The worst endpoint required time is 3410 ps. The setup TNS is 0 ps. In this run the worst hold path is classified as reg -> reg. After clock tree synthesis, the repair step resized 0 gates. The residual antenna-violating net count after detailed routing is 0.

The clock insertion delay at the later pin of the skew report is 270 ps. The synthesis stat section lists a flop and latch total of 29. Per the detailed-route log, wirelength across all metal layers totals 2142 microns. The violation tally recorded at the end of detailed-routing iteration 0 is 64. The total area inside the core boundary comes to 10,230 sq um.

Counting the warning lines in the Yosys log gives 8. Setup repair after global routing left no endpoint under its margin. The relative slew slack is 62.28%. The largest fanout on the critical path is 10. The cell area after layout is 1486 sq um. Counting along the longest clock path gives a buffer depth of 2.

The count of different cell masters after synthesis is 29. The synthesized netlist occupies a cell area of 1265 sq um. The script logs the mean routed wire length per placed instance as 7.846 microns. Per the finish-stage timing summary, setup violations number 0. The number of buffers inserted by post-CTS setup repair is 0. The number of instances in the synthesized netlist is 134. Clock-pin slew was measured on the worst setup and hold paths at 90 ps. The cell type with the highest aggregate area in the netlist is dfxtp_1.

Yosys reports a chip area of 1265 sq um. The layout summary lists the proportion of cells stronger than drive strength 1 as 8.029%. The first global-routing pass estimated 3836 microns of wire. The count of unclocked register or latch pins is 2. The number of unconstrained endpoints is 3.

The clock tree from TritonCTS is done. The maximum number of pins on one net before global-route repair is 16. The filler cell count in the final layout is 1,132. The count of antenna diodes in the layout is 0. The final weighted congestion in routability-driven placement is 0.7862. For this configuration, the core starts out at a cell density of 12.36%. The average instance area after synthesis is 9.440 sq um. The root buffer cell is clkbuf_8.

Per the Yosys statistics, synthesis produced 134 cells. The remaining global-route overflow is 0. The max-capacitance violation count is 0. The maximum level of the CTS H-tree is 1. The number of buffers inserted during clock tree synthesis is 3.

The number of antenna violations at the first check in global routing is 0. The flow reports an fmax of 519.3 MHz. Per Yosys stat, the portion of area used by sequential elements is 46.69%.

The die outline width is 122 microns. The highest supply drop recorded on VDD is 0.2461 mV. The area taken by multi-input combinational cells is reported as 629.4 sq um.

Sorting the synthesized cells by how often they occur yields dfxtp_1, nor2_1, xnor2_1. Note, the detailed placer reported a final HPWL of 1545 microns. The area enclosed by the die boundary is 14,880 sq um. The total routing usage reported by global routing is 2.995%. For this run, design rule violations remaining after detail routing come to 0.

The post-layout period usage of the worst path is 60.18%. STA classifies the critical path endpoint as a flip-flop. Warnings raised by the tools during the run amount to 26. The number of core rows is 37. Post-synth the commonest register cell is dfxtp_1. The hold buffer count at cts is 0. Among all cell types in the netlist, the one instantiated most often is dfxtp_1. The routed design could run at a clock period as short as 1926 ps. According to the floorplan report, the die height is 122 microns. Counting flops with a built-in enable in the synthesized netlist gives 1.
==> state kept, by name, summed over array words and instances (netlist names) <==
| signal | cells |
|---|---|
| f0.clkout | 1 |
| f2.qbar | 1 |
| f0.count | 26 |
| f1.q | 1 |
==> through the flow <==
stage / instances / setup WS (ps) / utilization (%) / hold slack [ps] / power (uW)
floorplan: 134 / 1417 / - / 431.9 / 345.4
global placement: 269 / 1324 / 14.08 / 458.6 / 346.5
detailed placement: 269 / 1311 / 14.08 / 453.1 / 346.5
CTS: 273 / 1288 / 14.53 / 474.6 / 539.0
global route: 273 / 1107 / 14.53 / 498.7 / 555.2
finish: 273 / 1274 / 14.53 / 465.5 / 530.9
==> cell families after synthesis <==
logic type / after synthesis / share of synthesized area, %
adders and majority gates: 2 / 1.978
and+or+nand+nor: 63 / 29.97
DFF: 29 / 46.69
AOI/OAI and AO/OA: 12 / 5.341
xor gates and xnor gates: 18 / 12.46
buffers and inverters: 10 / 3.561
==> worst max-delay path: stages, from the launching register on <==
cell and delay (ps):
dfxtp_1 450, nand4_1 210, or3_1 510, or4_1 540, a21oi_1 140
==> metal layers <==
layer / share of wire (%) / vias up / global-route usage [%] / wire [microns]
met3: 4.5 / 0 / 0.8451 / 96
met5: 0 / - / 0 / 0
met1: 53 / 423 / 4.295 / 1125
met2: 43 / 18 / 4.643 / 921
met4: 0 / 0 / 0.07452 / 0
li1: - / 486 / - / -
==> layout by cell type, fill, tap and decap left out, types with 2 or more instances in the layout <==
cell / synthesis / final
nor2_1: 12 / 12
or3_1: 3 / 3
dfxtp_1: 28 / 28
nand3_1: 10 / 10
or4_1: 3 / 3
inv_1: 6 / 6
o31ai_1: 3 / 3
or3_2: 3 / 3
nor3_1: 3 / 3
nand4_1: 7 / 7
o21ai_0: 3 / 3
a21oi_1: 6 / 6
nor4b_1: 2 / 2
and4_1: 3 / 3
xor2_1: 7 / 7
clkbuf_8: 0 / 3
nor4_1: 5 / 5
ha_1: 2 / 2
nand2_1: 5 / 5
xnor2_1: 11 / 11
clkdlybuf4s50_1: 0 / 2
==> power breakdown <==
part	total (uW)	leakage, uW	internal (uW)	switching (uW)
sequential	337	0.000238	337	0
clock	192	0.0000255	87.2	105
combinational	1.14	0.000261	1.04	0.0994
total	531	0.000525	426	105
==> worst paths after layout <==
path | start | end | slack (ps) | cells after the start
worst max-delay path | f0.count[10] | f0.count[23] | 1270 | 4
worst min-delay path | f0.count[25] | f0.count[25] | 470 | 1
worst max register to register | f0.count[10] | f0.count[23] | 1270 | 4
worst min register to register | f0.count[25] | f0.count[25] | 470 | 1
==> final cells by class <==
type | instances | area share [%]
clock inverters | 1 | 0.3367
well taps | 136 | 11.45
inverters | 6 | 1.515
clock buffers | 3 | 2.778
repair buffers | 3 | 1.852
multi-input cells | 95 | 42.34
flip-flops and latches | 29 | 39.73
Power figures rest on the tool's default switching activity, not on a simulated workload.
